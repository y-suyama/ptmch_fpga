### flow/design.v
module ptmch_top(
    input  logic          RESET_N,
    input  logic          CLK160M,
    input  logic          SPI_CS,
    input  logic          SPI_CLK,
    input  logic          SPI_MOSI,
    output logic [ 1: 0]  TRG_PLS
);
ptmch_trg trg_inst(
    .RESET_N(RESET_N),
    .CLK160M(CLK160M),
    .SPI_CS(SPI_CS),
    .SPI_CLK(SPI_CLK),
    .SPI_MOSI(SPI_MOSI),
    .TRG_PLS(TRG_PLS)
);
endmodule
module ptmch_trg(
    input  logic          RESET_N,
    input  logic          CLK160M,
    input  logic          SPI_CS,
    input  logic          SPI_CLK,
    input  logic          SPI_MOSI,
    output logic [ 1: 0]  TRG_PLS
);
    parameter p_pageprogram   = 8'h02;
    parameter p_writeenable   = 8'h06;
    logic [ 7: 0]  sr_inst_sht;
    logic [ 3: 0]  sr_inst_cnt;
    logic [ 3: 0]  ar_inst_cnt_1d;
    logic [ 3: 0]  sr_inst_cnt_2d;
    logic [ 3: 0]  sr_inst_cnt_3d;
    logic [ 3: 0]  sr_inst_cnt_4d;
    logic [ 7: 0]  ar_inst_chk;
    logic [ 7: 0]  sr_inst_chk_1d;
    logic [ 7: 0]  sr_inst_chk_2d;
    logic [ 7: 0]  sr_inst_chk_3d;
    logic          c_inst_mch;
    logic          ar_inst_mch_sft1;
    logic          sr_inst_mch_sft2;
    logic          c_inst_edge;
    logic [ 3: 0]  sr_pls_cnt;
    logic          ar_spi_cs_1d;
    logic          sr_spi_cs_2d;
    logic          sr_cs_sync;
    logic          sr_cs_sync_sft1;
    logic          sr_cs_sync_sft2;
    logic          c_cs_edge;
    logic          n_trg_pls;
    logic          c_spi_reset_n;
    assign   TRG_PLS[0]  = (sr_inst_chk_3d == p_pageprogram )? n_trg_pls:
                                                                   1'b0;
    assign   TRG_PLS[1]  = (sr_inst_chk_3d == p_writeenable)?  n_trg_pls:
                                                                   1'b0;
    assign   c_inst_edge = (c_inst_mch & ~sr_inst_mch_sft2);
    assign   c_cs_edge = (~sr_cs_sync & sr_cs_sync_sft2);
    assign   c_spi_reset_n = (~c_cs_edge & RESET_N);
    always_ff @(posedge SPI_CLK or negedge c_spi_reset_n) begin
        if(!c_spi_reset_n)
            sr_inst_sht  <= 8'h0;
        else if(sr_inst_cnt == 4'h8)
            sr_inst_sht <= sr_inst_sht;
        else
            sr_inst_sht[7:0]  <= {sr_inst_sht[6:0],SPI_MOSI};
    end
    always_ff @(posedge SPI_CLK or negedge c_spi_reset_n) begin
        if(!c_spi_reset_n)
            sr_inst_cnt  <= 4'h0;
        else
            if(sr_inst_cnt == 4'h8 ) 
                sr_inst_cnt  <= sr_inst_cnt;
            else   
                sr_inst_cnt <= sr_inst_cnt + 1'b1;
      end
    always_ff @(posedge CLK160M or negedge c_spi_reset_n) begin
        if(!c_spi_reset_n)
            ar_inst_cnt_1d  <= 4'h0;
        else
            ar_inst_cnt_1d <= sr_inst_cnt;
      end
    always_ff @(posedge CLK160M or negedge c_spi_reset_n) begin
        if(!c_spi_reset_n)
            sr_inst_cnt_2d  <= 4'h0;
        else
            sr_inst_cnt_2d <= ar_inst_cnt_1d;
      end
    always_ff @(posedge CLK160M or negedge c_spi_reset_n) begin
        if(!c_spi_reset_n)
            sr_inst_cnt_3d  <= 4'h0;
        else
            sr_inst_cnt_3d <= sr_inst_cnt_2d;
      end
    always_ff @(posedge CLK160M or negedge c_spi_reset_n) begin
        if(!c_spi_reset_n)
            sr_inst_cnt_4d  <= 4'h0;
        else if(sr_inst_cnt_2d == sr_inst_cnt_3d)
            sr_inst_cnt_4d <= sr_inst_cnt_3d;
        else
            sr_inst_cnt_4d <= sr_inst_cnt_4d;
      end
    always_ff @(posedge CLK160M or negedge RESET_N) begin
        if(!RESET_N)
            ar_inst_chk  <= 8'h0;
        else
            if(sr_inst_cnt == 4'b1000 )  
                ar_inst_chk  <= sr_inst_sht;
            else
                ar_inst_chk  <= ar_inst_chk;
    end
    always_ff @(posedge CLK160M or negedge c_spi_reset_n) begin
        if(!c_spi_reset_n)
            sr_inst_chk_1d  <= 8'h0;
        else
            sr_inst_chk_1d  <= ar_inst_chk;
    end
    always_ff @(posedge CLK160M or negedge c_spi_reset_n) begin
        if(!c_spi_reset_n)
            sr_inst_chk_2d  <= 8'h0;
        else
            sr_inst_chk_2d  <= sr_inst_chk_1d;
    end
    always_ff @(posedge CLK160M or negedge c_spi_reset_n) begin
        if(!c_spi_reset_n)
            sr_inst_chk_3d  <= 8'h0;
        else if(sr_inst_chk_1d == sr_inst_chk_2d)
            sr_inst_chk_3d  <= sr_inst_chk_2d;
        else
            sr_inst_chk_3d  <= sr_inst_chk_3d;
    end
    always_ff @(posedge CLK160M or negedge c_spi_reset_n) begin
        if(!c_spi_reset_n)
            ar_inst_mch_sft1  <= 1'b0;
        else
            ar_inst_mch_sft1  <= c_inst_mch;
    end
    always_ff @(posedge CLK160M or negedge c_spi_reset_n) begin
        if(!c_spi_reset_n)
            sr_inst_mch_sft2  <= 1'b0;
        else
            sr_inst_mch_sft2  <= ar_inst_mch_sft1;
    end
    always_ff @(posedge CLK160M or negedge RESET_N) begin
        if(!RESET_N)
            sr_pls_cnt  <= 4'b1111;
        else
            if (c_inst_edge == 1'b1)  
                sr_pls_cnt  <= 4'b0;
            else if(sr_pls_cnt == 4'b1111 ) 
                sr_pls_cnt  <= sr_pls_cnt;
            else   
                sr_pls_cnt <= sr_pls_cnt + 1'b1;
      end
    always_ff @(posedge CLK160M or negedge RESET_N) begin
        if(!RESET_N)
            ar_spi_cs_1d  <= 1'h0;
        else
            ar_spi_cs_1d  <= SPI_CS;
    end
    always_ff @(posedge CLK160M or negedge RESET_N) begin
        if(!RESET_N)
            sr_spi_cs_2d  <= 1'h0;
        else
            sr_spi_cs_2d  <= ar_spi_cs_1d;
    end
    always_ff @(posedge CLK160M or negedge RESET_N) begin
        if(!RESET_N)
            sr_cs_sync  <= 1'h0;
        else
            sr_cs_sync  <= sr_spi_cs_2d;
    end
    always_ff @(posedge CLK160M or negedge RESET_N) begin
        if(!RESET_N)
            sr_cs_sync_sft1  <= 1'h0;
        else
            sr_cs_sync_sft1  <= sr_cs_sync;
    end
    always_ff @(posedge CLK160M or negedge RESET_N) begin
        if(!RESET_N)
            sr_cs_sync_sft2  <= 1'h0;
        else
            sr_cs_sync_sft2  <= sr_cs_sync_sft1;
    end
    always @* begin
        case (sr_inst_chk_3d)
            p_pageprogram   : c_inst_mch = 1'b1;
            p_writeenable   : c_inst_mch = 1'b1;
            default         : c_inst_mch = 1'b0;
        endcase
    end
    always @* begin
        case (sr_pls_cnt)
            4'b0000 : n_trg_pls = 1'b1;
            4'b0001 : n_trg_pls = 1'b1;
            4'b0010 : n_trg_pls = 1'b1;
            4'b0011 : n_trg_pls = 1'b1;
            4'b0100 : n_trg_pls = 1'b1;
            4'b0101 : n_trg_pls = 1'b1;
            4'b0110 : n_trg_pls = 1'b1;
            4'b0111 : n_trg_pls = 1'b1;
            4'b1000 : n_trg_pls = 1'b1;
            4'b1001 : n_trg_pls = 1'b1;
            4'b1010 : n_trg_pls = 1'b1;
            4'b1011 : n_trg_pls = 1'b1;
            4'b1100 : n_trg_pls = 1'b1;
            4'b1101 : n_trg_pls = 1'b1;
            4'b1110 : n_trg_pls = 1'b1;
            4'b1111 : n_trg_pls = 1'b0;
            default : n_trg_pls = 1'b0;
        endcase
    end
endmodule
### flow/run.sh
#!/bin/bash
# OpenROAD 26Q1-2900-gdf79404cd8, Yosys 0.63+post, stock flow scripts
make -C /OpenROAD-flow-scripts/flow DESIGN_CONFIG=/design/flow/config.mk WORK_HOME=/design/flow/orfs finish
### flow/config.mk
export PLATFORM = sky130hd
export DESIGN_NAME = ptmch_top
export DESIGN_NICKNAME = ptmch_top
export VERILOG_FILES = /design/flow/design.v
export SDC_FILE = /design/flow/constraint.sdc
export NUM_CORES = 4
export LEC_CHECK = 1
export CORE_UTILIZATION = 40
### flow/constraint.sdc
current_design ptmch_top

set clk_period 7.3
set clk_io_pct 0.2

create_clock -name clk0 -period $clk_period [get_ports {CLK160M}]
create_clock -name clk1 -period $clk_period [get_ports {SPI_CLK}]

set non_clock_inputs [all_inputs -no_clocks]
set_input_delay [expr $clk_period * $clk_io_pct] -clock clk0 $non_clock_inputs
set_output_delay [expr $clk_period * $clk_io_pct] -clock clk0 [all_outputs]
==> summary.json <==
{
  "power": {
    "net_sw_share_pct": 21.7,
    "pwr_density_cell_nw_per_um2": 309,
    "pwr-share-clk_pct": 37.6,
    "combinational_group_share_of_total_power_pct": 10.6,
    "power.share.sequential_pct": 51.8,
    "intPower_uw": 550,
    "cellLeakagePower_uw": 0.00106,
    "ir_drop_uv": 165,
    "total_switching_power_uw": 152
  },
  "clocking": {
    "cts_tree": "yes",
    "cts_hold_buf": 0,
    "clock_slew_at_the_register_clock_pins_of_the_worst_setup_and_hold_paths_ns": 0.07,
    "postCtsResizedCells": 0,
    "numClockSinks": 55,
    "post-cts-setup-buffers": 0
  },
  "sta": {
    "hold-worst-slack_ns": 0.350,
    "maxSlewViolCount": 0,
    "finalClockSkew_ns": 0.00434,
    "fin_setup_tns_ns": 0,
    "grt_setup_unrepaired": "false",
    "setup_viol": 0,
    "worst_pin_slew_ns": 0.751,
    "final_hold_viol_count": 0,
    "max-slew-margin-rel_pct": 49.8
  },
  "synthesis": {
    "post_synth.cell_area_avg_um2": 12.9,
    "yosysTopAreaCell": "sky130_fd_sc_hd__dfrtp_1",
    "enable_flop_cells": 0,
    "post_synth_inst_count": 152,
    "ys_async_sr_fraction_pct": 100,
    "yosys.stat.chipArea_um2": 1960,
    "synth.comb.largest_family": "simple AND/OR/NAND/NOR gates",
    "mux_share_pct": 5.11,
    "simple_gate_share_pct": 13.8,
    "mappedNetlistArea_um2": 1960,
    "xor_area_share_pct": 5.36,
    "ys_types": 23,
    "proportion_of_netlist_area_held_by_the_largest_area_contributor_pct": 65.1,
    "synth.yosys.num_cells": 152,
    "synth_seq_share_pct": 70.5,
    "ys_dominant_reg_cell": "sky130_fd_sc_hd__dfrtp_1",
    "synth_flops": 55,
    "synthAdderAreaFrac_pct": 2.55,
    "synth.top_cells.by_area": "sky130_fd_sc_hd__dfrtp_1 (65%), sky130_fd_sc_hd__nand2_1 (8.2%), sky130_fd_sc_hd__dfstp_2 (5.4%)",
    "synth.yosys.warnings": 1,
    "post_synth_ao_oa_area_fraction_pct": 1.21,
    "netlist_top_cells_count": "sky130_fd_sc_hd__dfrtp_1 (51), sky130_fd_sc_hd__nand2_1 (43), sky130_fd_sc_hd__xnor2_1 (12)",
    "synth_top_cell_by_count": "sky130_fd_sc_hd__dfrtp_1"
  },
  "critical_path": {
    "startpoint_type_of_the_worst_setup_path": "flip-flop",
    "path_max_fanout": 4,
    "worst-endpoint-required_ns": 5.84,
    "buffering_stage_count_on_the_worst_path_with_inverters_included": 1,
    "critPathLaunch": "trg_inst.sr_pls_cnt[0]$_DFFE_PN1P_",
    "worstPathCellList": "ha_1, ha_1, nand2_1, and3_1, clkdlybuf4s50_1",
    "critical-path-max-stage-delay_ns": 0.57,
    "r2r_start": "trg_inst.sr_inst_cnt[0]$_DFFE_PN0P_",
    "timing.critical_path.arrival_ns": 1.88,
    "critical_path.top_delay_family": "flip-flops",
    "setup.worst_path.class": "flip-flop to output port",
    "crit_path_frequent_cell": "sky130_fd_sc_hd__ha_1",
    "end_kind": "output port",
    "critical_path.slowest_cell": "sky130_fd_sc_hd__dfstp_2"
  },
  "die": {
    "dieWidth_um": 72.0,
    "boundaryPins": 7,
    "die_y_um": 72.0,
    "row_count": 25,
    "core-area_um2": 4720,
    "fp.dieArea_um2": 5190,
    "fp-utilization_pct": 41.5
  },
  "job": {
    "log.warning_count": 27,
    "cap_viol_max_count": 0
  },
  "global_routing": {
    "globalRouteTotalUtil_pct": 12.8,
    "grt_first_pass_wirelength_um": 4930,
    "grt_antenna_before_repair": 0,
    "globalRouteOverflowTotal": 0,
    "grt_start_max_net_pins": 39,
    "first_global_vias": 1112
  },
  "cells_and_area": {
    "post_route_cells_drive_above_1_share_pct": 15.0,
    "area_growth_syn_to_layout_pct": 16.1,
    "stdcell_count": 234,
    "fill_cells": 388
  },
  "run_status": {
    "run_status": "finished, final reports clean"
  },
  "drt": {
    "drtPass1Iterations": 4,
    "vias_per_cell": 4.64,
    "antennaDiodeCount": 0,
    "initialDrtViolationCount": 56,
    "drt-wirelength-per-cell_um": 11.9,
    "postRouteWirelength_um": 2790,
    "vias": 1085,
    "route.detailed.drc": 0,
    "route.antenna.remaining_nets": 0
  },
  "min_path": {
    "worstHoldStart": "trg_inst.sr_cs_sync_sft1$_DFF_PN0_",
    "worstHoldPathType": "flip-flop to flip-flop"
  },
  "place": {
    "dp.cells": 223,
    "hpwl_um": 1960,
    "gp_congestion": 0.755,
    "place.port_buffers": 5
  }
}
[routing by layer]
layer	vias up	global-route usage (%)	share of wire, %
met2	14	18.2	44
li1	518	-	-
met4	0	2.18	1.4
met3	4	4.37	4.0
met5	-	0	0
met1	549	20.6	50
[final timing paths]
kind	slack, ns	cells past startpoint	endpoint
worst max-delay path	3.96	5	TRG_PLS[1]
worst min-delay path	0.35	0	trg_inst.sr_cs_sync_sft2$_DFF_PN0_
worst max register to register	5.75	5	trg_inst.sr_inst_sht[1]$_DFFE_PN0P_
worst min register to register	0.35	0	trg_inst.sr_cs_sync_sft2$_DFF_PN0_
max in group asynchronous	4.54	3	trg_inst.sr_inst_sht[5]$_DFFE_PN0P_
max in group clk1	5.42	3	trg_inst.sr_inst_sht[0]$_DFFE_PN0P_
min in group clk1	0.47	2	trg_inst.sr_inst_sht[7]$_DFFE_PN0P_
min in group asynchronous	0.48	2	trg_inst.sr_inst_chk_2d[1]$_DFF_PN0_
[stage by stage]
stage | instance area, um^2 | util [%] | power, uW | worst slack [ns]
global route | 2280 | 48.2 | 741 | 3.87
floorplan | 1960 | - | 417 | 1.98
detailed placement | 2100 | 44.5 | 440 | 4.23
global placement | 2100 | 44.5 | 433 | 4.31
finish | 2280 | 48.2 | 703 | 3.96
CTS | 2280 | 48.2 | 711 | 3.93
[cells in the final DEF (no fill, tap or decap), drive strengths merged, types with 2 or more instances in the layout]
cell type / instances
dfrtp: 51
nand2: 43
xnor2: 12
clkbuf: 9
mux2: 8
inv: 5
clkdlybuf4s50: 5
nor2: 5
ha: 4
dfstp: 4
nor3b: 3
nand3: 3
nand4: 2
bufinv: 2
[cells by family after synthesis]
logic type	Yosys count
AND/OR/NAND/NOR	61
flip-flops	55
XOR/XNOR	12
multiplexers	9
buffers and inverters	7
AND-OR/OR-AND	4
adder cells (fa/ha/maj)	4
[registers in the layout, indices dropped and copies added, names as in the netlist]
signal	flops
trg_inst.sr_inst_chk_1d	8
trg_inst.sr_inst_mch_sft2	1
trg_inst.sr_inst_chk_3d	8
trg_inst.ar_inst_mch_sft1	1
trg_inst.sr_inst_sht	8
trg_inst.sr_cs_sync_sft1	1
trg_inst.ar_spi_cs_1d	1
trg_inst.ar_inst_chk	8
trg_inst.sr_pls_cnt	4
trg_inst.sr_cs_sync	1
trg_inst.sr_spi_cs_2d	1
trg_inst.sr_inst_cnt	4
trg_inst.sr_cs_sync_sft2	1
trg_inst.sr_inst_chk_2d	8
[power groups by stage]
| stage | sequential, uW | combinational (uW) | clock (uW) |
|---|---|---|---|
| after global routing | 369 | 84.3 | 288 |
| final | 364 | 74.2 | 264 |
| after CTS | 364 | 75.5 | 271 |
[worst register-to-register path: stages, from the launching register on]
cell and delay [ns]:
sky130_fd_sc_hd__dfrtp_1 0.42, sky130_fd_sc_hd__inv_1 0.08, sky130_fd_sc_hd__ha_1 0.15, sky130_fd_sc_hd__nand3b_1 0.46, sky130_fd_sc_hd__nand2_1 0.26, sky130_fd_sc_hd__nand2_1 0.07
[cell type report]
cell class	instances	area [um^2]	area share, %
clock buffer	9	114	5.00
clock inverter	2	60.1	2.64
inverter	5	18.8	0.824
multi-input combinational	90	562	24.7
sequential	55	1380	60.7
tap	67	83.8	3.68
timing repair buffer	6	57.6	2.53
Power figures rest on the tool's default switching activity, not on a simulated workload.
